[flow/config.mk]
export PLATFORM = sky130hd
export DESIGN_NAME = Final_Project
export DESIGN_NICKNAME = Final_Project
export VERILOG_FILES = /design/flow/design.v
export SDC_FILE = /design/flow/constraint.sdc
export NUM_CORES = 4
export LEC_CHECK = 1
export CORE_UTILIZATION = 30
[flow/constraint.sdc]
current_design Final_Project

set clk_period 4.1
set clk_io_pct 0.2

create_clock -name clk0 -period $clk_period [get_ports {CLK_50M}]
create_clock -name clk1 -period $clk_period [get_ports {clk}]

set non_clock_inputs [all_inputs -no_clocks]
set_input_delay [expr $clk_period * $clk_io_pct] -clock clk0 $non_clock_inputs
set_output_delay [expr $clk_period * $clk_io_pct] -clock clk0 [all_outputs]
[flow/design.v]
module Comparator #(parameter N = 6)
		   (input logic [N-1:0] a, b,
		   output logic eq,neq,lt,lte,gt,gte);
			assign eq = (a == b);
			assign neq = (a != b); 
			assign lt = (a < b); 
			assign lte = (a <= b); 
			assign gt = (a > b); 
			assign gte = (a >= b); 
endmodule
module Counter#(parameter width=6)
		(input 	logic	clk, reset, en,
		 input 	logic [width-1:0] d,
		 output logic [(width-1):0] q);
	always_ff@(posedge clk, posedge reset)
	begin
		if(reset) 	q <= 0;  
		else if (en) 	q <= q + 1;
	end
endmodule
module Final_Project(input  logic clk, 
		     reset, en, CLK_50M,
		     key_clock, data,
		     input  logic [7:0] NESin,
		     output logic [7:0] NESout,
		     output logic A_break, A_make,
			  	  D_break, D_make,
				  E_break, E_make,
				  F_break, F_make,
				  R_break, R_make,
				  S_break, S_make,
				  Q_break, Q_make,
				  T_break, T_make,
				  W_break, W_make);
		logic srl, sdata, NES_clk,
		a,b,strt,sel,up,dn,l,r;
		assign a    =	NESin[0];
		assign b    =	NESin[1];
		assign sel  =	NESin[2];
		assign strt =	NESin[3];
		assign up   =	NESin[4];
		assign dn   =	NESin[5];
		assign l    =	NESin[6];
		assign r    =	NESin[7];
		NES_driver inst(.CLK(clk),
				 .CLK_50M(CLK_50M),
				 .reset(reset),
				 .en(en),
				 .SRL(srl),
				 .D(sdata),
				 .A(NESout[0]),
				 .B(NESout[1]),
				 .SEL(NESout[2]),
				 .STRT(NESout[3]),
				 .UP(NESout[4]),
				 .DN(NESout[5]),
				 .L(NESout[6]),
				 .R(NESout[7]),
				 .SRCLK(NES_clk));
		NES_Controller inst2(.A(a),
				.B(b),
				.STRT(strt),
				.SEL(sel),
				.UP(up),
				.DN(dn),
				.L(l),
				.R(r),
				.reset(reset),
				.en(en),
				.q(sdata),
				.srlatch(srl),
				.clk(NES_clk));
		logic [7:0] code1, code2;
		logic par_err1, par_err2;
		PS2FSM ps2keyboard(.clk(clk),
				 .key_clock(key_clock),
				 .reset(reset),
				 .data(data),
				 .code1(code1),
				 .code2(code2));
		PS2_decoder decode(.code1(code1),
				 .code2(code2),
				 .A_break(A_break),
				 .D_break(D_break),
				 .E_break(E_break),
				 .F_break(F_break),
				 .R_break(R_break),
				 .S_break(S_break),
				 .Q_break(Q_break),
				 .T_break(T_break),
				 .W_break(W_break),
				 .A_make(A_make),
				 .D_make(D_make),
				 .E_make(E_make),
				 .F_make(F_make),
				 .R_make(R_make),
				 .S_make(S_make),
				 .Q_make(Q_make),
				 .T_make(T_make),
				 .W_make(W_make));
endmodule
module NES_Controller(input logic 	srlatch, clk, A, B, 
					STRT, SEL, UP,DN, L, 
					R, reset, en,
		      output logic 	q);
	logic [7:0] data;
	assign data = {R,L,DN,UP,STRT,SEL,B,A};
	shift_register #(8) shifter(.load(srlatch),
				.CLK(clk),
				.sout(q),
				.reset(reset),
				.par(data),
				.en(en),
				.D(1'b0));
endmodule
module NES_driver(input logic D, CLK, reset, en, CLK_50M,
		  output logic SRCLK, SRL,
		  output logic A,B,SEL,STRT,UP,DN,L,R);
	logic [7:0] n1;
	logic [3:0] cc;
	logic internal_latch;
	logic [7:0] Q;
	assign A = 	Q[0];
	assign B = 	Q[1];
	assign SEL = 	Q[2];
	assign STRT = 	Q[3];
	assign UP = 	Q[4];
	assign DN = 	Q[5];
	assign L = 	Q[6];
	assign R = 	Q[7];
	shift_register #(8) shift(.D(D),
				.CLK(CLK),
				.reset(reset),
				.en(en),
				.Q(n1),
				.load(0),
				.par(0));
	Counter #(4) count(.clk(CLK),
			.reset(reset | SRL),
			 .en(en),
			 .d(cc),
			 .q(cc));
	Comparator #(4) c(.a(cc),
			.b(4'd7),
			.gt(internal_latch));
	register #(8) regist(.D(n1),
			.CLK(SRL),
			.reset(reset),
			.en(en),
			.Q(Q));
	Synchronizer sync(.D(internal_latch),
			.CLK(CLK_50M),
			.reset(reset),
			.en(en),
			.Q(SRL));
	assign SRCLK = CLK;
endmodule
module PS2FSM (input logic clk, key_clock, reset, data,
	       output logic parity_error1, parity_error2,
	       output logic [7:0] code1, code2);
	logic [10:0] key1, key2;
	logic [10:0] shift;
	logic [3:0] counter;
	typedef enum logic[2:0] {start, read1, waitread1, getkey1, read2, 
				waitread2, getkey2, waitstart} statetype;
	statetype state, nextstate;
	always_ff @(posedge clk, posedge reset)
		if (reset)	state = start;	   
		else		state = nextstate; 
	always_ff @(posedge clk)
	case(state)
	start:	if (key_clock) begin
			nextstate <= start;
			counter <= 0;
		end
		else begin
			nextstate <= read1;
			shift <= {shift[9:0], data};
			counter <= counter + 1;
		end
	read1:	if (!key_clock & counter > 10) begin
			nextstate <= getkey1;
			counter <= 0;
		end
		else if (key_clock)
			nextstate <= waitread1;
		else
			nextstate <= read1;
	waitread1: if (key_clock)
			nextstate <= waitread1;
		else begin
			shift <= {shift[9:0], data};
			counter <= counter + 1;
			nextstate <= read1;
		end
	getkey1: begin
		key1 = shift;
		if (key1 == 11'b00000111111)
			nextstate <= read2;
		else
			nextstate <= waitstart;
			key2 <= 0;
		end
	read2:	if (!key_clock & counter > 10)
			nextstate <= getkey2;
		else if (key_clock)
			nextstate <= waitread2;
		else
			nextstate <= read2;
	waitread2: if (key_clock)
			nextstate <= waitread2;
		else begin
			nextstate <= read2;
			shift <= {shift[9:0], data};
			counter <= counter + 1;
		end
	getkey2: begin
			key2 <= shift;
			nextstate <= waitstart;
			counter <= 0;
		end
	waitstart: if (key_clock)	nextstate <= start;
		else			nextstate <= waitstart;
	endcase
	assign parity_error1 = ^key1;  
	assign parity_error2 = ^key2;
	assign code1 = {key1[2],key1[3],key1[4],key1[5],key1[6],key1[7],key1[8],key1[9]};
	assign code2 = {key2[2],key2[3],key2[4],key2[5],key2[6],key2[7],key2[8],key2[9]};
endmodule
module PS2_decoder(input logic[7:0] code1, code2,
		   input logic	par_err1, par_err2,
		   output logic W_make, W_break,
				D_make, D_break,
				A_make, A_break,
				T_make, T_break,
				E_make, E_break,
				F_make, F_break,
				R_make, R_break,
				S_make, S_break,
				Q_make, Q_break,
				G_make, G_break);
	assign A_break = (code1 == 8'hf0 & code2 == 8'h1c);
	assign D_break = (code1 == 8'hf0 & code2 == 8'h23);
	assign E_break = (code1 == 8'hf0 & code2 == 8'h24);
	assign F_break = (code1 == 8'hf0 & code2 == 8'h2b);
	assign G_break = (code1 == 8'hf0 & code2 == 8'h34);
	assign R_break = (code1 == 8'hf0 & code2 == 8'h2d);
	assign S_break = (code1 == 8'hf0 & code2 == 8'h1b);
	assign Q_break = (code1 == 8'hf0 & code2 == 8'h15);
	assign T_break = (code1 == 8'hf0 & code2 == 8'h2c);
	assign W_break = (code1 == 8'hf0 & code2 == 8'h1d);
	assign A_make = (code1 == 8'h1c);
	assign D_make = (code1 == 8'h23);
	assign E_make = (code1 == 8'h24);
	assign F_make = (code1 == 8'h2b);
	assign G_make = (code1 == 8'h34);
	assign R_make = (code1 == 8'h2d);
	assign S_make = (code1 == 8'h1b);
	assign Q_make = (code1 == 8'h15);
	assign T_make = (code1 == 8'h2c);
	assign W_make = (code1 == 8'h1d);
endmodule
module Synchronizer(input logic D, CLK, en, reset,
		    output logic Q);
		logic n1;
		always_ff@(posedge CLK, posedge reset)
		begin
			if(reset) Q<=0;
			else if(en)
			begin
				n1 <= D;
				Q 	<= n1;
			end
		end
endmodule
module register #(parameter N = 8)
		(input logic [N-1:0] D,
		 input logic CLK, reset, en,
		 output logic [N-1:0] Q);
	always_ff@(posedge CLK, posedge reset) 
	begin
		if(reset) Q <= 0;
		else if(en)	Q <= D;
	end					
endmodule
module shift_register#(parameter N=8)
		(input 	logic CLK, D, en, reset, load,
		 input	logic [N-1:0] par, 
		 output logic	sout,  
		 output logic 	[N-1:0] Q);
	always_ff@(posedge CLK, posedge reset)
	begin
		if(reset) Q <= 0;
		else if(load & en) Q <= par;
		else if(en) Q <= {D, Q[N-1:1]};
	end
	assign sout = Q[0];
endmodule
[flow/run.sh]
#!/bin/bash
# OpenROAD 26Q1-2900-gdf79404cd8, Yosys 0.63+post, stock flow scripts
make -C /OpenROAD-flow-scripts/flow DESIGN_CONFIG=/design/flow/config.mk WORK_HOME=/design/flow/orfs finish
==> qor.csv <==
metric;value;unit
setup_violations;0;
core-area;0.009328;sq mm
post-cts-setup-buffers;0;
drive_gt1_share;11.56;%
drc_errors;0;
max-slew-margin-rel;40.81;%
start_kind;register;
total_power;2.047;mW
synthFlopType;edfxtp_1;
yosysUniqueCellTypes;42;
unclocked_regs;8;
die_y;100.5;um
reg2reg_from;ps2keyboard.state[0]$_DFF_PP0_;
setup_tns;0;ps
die_area;0.01010;sq mm
largest_area_cell;edfxtp_1;
drt-vias-per-instance;4.345;
antenna_found_initial;0;
grt_max_degree;29;
num_antenna_cells;0;
ys_seq_share;62.60;%
ys_ff;67;
yosys-stat-area;0.002910;sq mm
ys_top_cells_by_count;dfrtp_1 (32), edfxtp_1 (32), nor2_1 (28);
drt-total-wl;4796;um
untimed_endpoints;16;
grt_pass1_vias;1791;
synthCells;252;
worstPathArrival;2650;ps
vias;1838;
critical_path.max_fanout;6;
hold_path_class;reg -> reg;
synthToLayoutAreaGrowth;24.81;%
worstMarginPinSlew;884.5;ps
ir_drop;0.0003286;V
pre_cts_slack;971.3;ps
wl_per_cell;11.34;um
num_io_pins;40;
path_clk_slew;70;ps
dr.pass1.iters;4;
track_usage;10.62;%
edf_count;32;
ys_cells;252;
yosysWarnings;7;
row_count;35;
required;3280;ps
area_leaders;edfxtp_1 (33%), dfrtp_1 (28%), nor2_1 (3.6%);
powerDensity;563.7;mW/mm^2
place_hpwl;3266;um
die_w;100.5;um
ctsResizeCount;0;
cap_violations;0;
synth_area;0.002910;sq mm
drtIter0Drc;60;
setup_slack;626.0;ps
status;finished clean;
worstHoldStart;ps2keyboard.nextstate[0]$_DFF_P_;
cts_tree;yes;
postCtsHoldBufs;0;
drv_slew;0;
fp_util;31.20;%
grt_pass1_wl;8280;um
rsz0062_at_grt;false;
avgSynthCellArea;11.55;sq um
io_buffers;38;
p_leak;1.354;nW
cp-end-kind;output pin;
ys_async_sr_fraction;47.76;%
path_class;reg -> out;
gr-total-overflow;0;
cp-startpoint;ps2keyboard.key1[9]$_DFFE_PN_;
synth_top_area_share;33.02;%
skew;8.089;ps
warnings;27;
hold_viol;0;
postRouteAntennaNets;0;
gp_congestion;0.7371;
-- through the flow --
stage / utilization (%) / hold WS, ps / area, sq um / instances
floorplan: - / 316.3 / 2910 / 252
global placement: 36.12 / 318.6 / 3369 / 403
detailed placement: 36.12 / 321.5 / 3369 / 403
CTS: 38.94 / 330.8 / 3632 / 423
global route: 38.94 / 335.2 / 3632 / 423
finish: 38.94 / 329.0 / 3632 / 423
-- flip-flops by register name, indices dropped and copies added (netlist names) --
signal / flops
inst.sync.n1: 1
inst.regist.Q: 8
ps2keyboard.counter: 4
ps2keyboard.key1: 8
ps2keyboard.nextstate: 3
inst.sync.Q: 1
ps2keyboard.state: 3
inst2.shifter.Q: 8
ps2keyboard.shift: 11
inst.shift.Q: 8
inst.count.q: 4
ps2keyboard.key2: 8
-- cell usage in the layout, fill, tap and decap left out, types with 2 or more instances in the layout --
cell type / instances
nand2_1: 16
o21ai_0: 18
nand3b_1: 4
inv_1: 19
and2_1: 8
nor3_1: 6
clkbuf_8: 12
nor4_1: 3
edfxtp_1: 32
mux2_2: 5
clkinvlp_4: 2
o211ai_1: 3
or2_2: 2
bufinv_16: 2
nand2b_1: 4
nand4b_1: 2
nor2b_1: 4
nor2_1: 28
xor2_1: 2
buf_4: 2
nand4_1: 3
dfrtp_1: 32
clkdlybuf4s50_1: 38
dfxtp_1: 3
a21oi_1: 8
mux2i_1: 7
ha_1: 3
nand3_1: 4
clkinv_2: 2
xnor2_1: 3
-- report_power, final --
group / switching [mW] / internal [mW]
sequential: 0.151 / 0.870
combinational: 0.197 / 0.177
clock: 0.245 / 0.407
-- cell type report --
class	count	area [sq um]
Sequential cell	67	1822
Clock buffer	13	168.9
Fill cell	908	5695
Timing Repair Buffer	40	395.4
Multi-Input combinational cell	148	919.6
Tap cell	129	161.4
Clock inverter	7	93.84
Inverter	19	71.32
-- layer usage --
metal	track usage [%]	share of wire (%)
met5	0	0
met4	1.561	0.17
met3	3.456	5.4
met2	15.86	45
met1	16.26	50
-- worst max-delay path, stage by stage, from the launching register on --
cell             delay [ps]
edfxtp_1                450
or4_4                   560
or2_4                   280
or3_4                   350
nor4_4                  200
clkdlybuf4s50_1         490
-- path summary, 6_finish.rpt --
kind                                             endpoint  cells past startpoint  slack (ps)
max in group asynchronous         inst.sync.Q$_DFFE_PP0P_                      3        2800
hold reg to reg            ps2keyboard.state[0]$_DFF_PP0_                      0         330
setup / recovery                                  E_break                      5         630
min in group asynchronous     inst.count.q[1]$_DFFE_PP0P_                      1         510
max in group clk1             inst.count.q[1]$_DFFE_PP0P_                      3        1880
setup reg to reg           ps2keyboard.shift[1]$_DFFE_PP_                      3        2230
min in group clk0                 inst.sync.Q$_DFFE_PP0P_                      1         490
hold / removal             ps2keyboard.state[0]$_DFF_PP0_                      0         330
-- cell families (layout without fill, tap and decap cells) --
logic type	Yosys count	in the layout	share of synthesized area (%)
multiplexers	12	12	4.342
buffers and inverters	37	79	5.804
flip-flops	67	67	62.60
AND-OR/OR-AND	35	35	6.922
adder cells (fa/ha/maj)	3	3	1.290
AND/OR/NAND/NOR	93	93	17.54
XOR/XNOR	5	5	1.505
Power and IR drop assume default switching activity.
